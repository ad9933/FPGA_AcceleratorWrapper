==> flow/design.v <==
module dma_module #(
	parameter DATA_SIZE = 1280 * 720 * 3 / 8,
	parameter DATA_SIZE_LOG = 19,
	parameter BURST_SIZE = 16,
	parameter BURST_NUM = DATA_SIZE / BURST_SIZE
)
(
	input					read_active,	 
	input		[31:0]		read_address,
	output	reg				read_idle,		 
	input					write_active,
	input		[31:0]		write_address,
	output 	reg 			write_idle,
	output		[3:0]			rw_resp,
	input					m_axi_acp_aclk,
	input					axi_resetn,
	output		[2:0]		m_axi_acp_arid,		 
	output	reg	[31:0]		m_axi_acp_araddr,	 
	output		[3:0]		m_axi_acp_arlen,	 
	output		[2:0]		m_axi_acp_arsize,	 
	output		[1:0]		m_axi_acp_arburst,	 
	output		[1:0]		m_axi_acp_arlock,	 
	output 		[3:0]		m_axi_acp_arcache,	 
	output		[2:0]		m_axi_acp_arprot,	 
	output		[3:0]		m_axi_acp_arqos,	 
	output		[4:0]		m_axi_acp_aruser,	 
	output	reg				m_axi_acp_arvalid,	 
	input					m_axi_acp_arready,	 
	input		[2:0]		m_axi_acp_rid,
	input		[63:0]		m_axi_acp_rdata,
	input		[1:0]		m_axi_acp_rresp,
	input					m_axi_acp_rlast,
	input					m_axi_acp_rvalid,
	output					m_axi_acp_rready,
	output		[2:0]		m_axi_acp_awid,
	output	reg	[31:0]		m_axi_acp_awaddr,
	output		[3:0]		m_axi_acp_awlen,
	output		[2:0]		m_axi_acp_awsize,
	output		[1:0]		m_axi_acp_awburst,
	output		[1:0]		m_axi_acp_awlock,	
	output		[3:0]		m_axi_acp_awcache,
	output		[2:0]		m_axi_acp_awprot,
	output		[3:0]		m_axi_acp_awqos,
	output		[4:0]		m_axi_acp_awuser,
	output	reg				m_axi_acp_awvalid,
	input					m_axi_acp_awready,
	output		[2:0]		m_axi_acp_wid,
	output		[63:0]		m_axi_acp_wdata,
	output		[7:0]		m_axi_acp_wstrb,
	output	reg				m_axi_acp_wlast,
	output		[4:0]		m_axi_acp_wuser,
	output					m_axi_acp_wvalid,
	input					m_axi_acp_wready,
	input		[2:0]		m_axi_acp_bid,
	input		[1:0]		m_axi_acp_bresp,
	input		[4:0]		m_axi_acp_buser,
	input					m_axi_acp_bvalid,
	output	reg				m_axi_acp_bready,
	output		[63:0]	mm2s_data,
	output				mm2s_valid,
	input				mm2s_ready,
	input	[63:0]		s2mm_data,
	input				s2mm_valid,
	output				s2mm_ready
);
	localparam TRANS_NUM = DATA_SIZE / BURST_SIZE ;
	assign m_axi_acp_arid = 3'b100;
	assign m_axi_acp_awid = 3'b100;
	assign m_axi_acp_wid = 3'b100;
	assign m_axi_acp_arlen = BURST_SIZE - 1;
	assign m_axi_acp_awlen = BURST_SIZE - 1;
	assign m_axi_acp_arsize = 3'b011;
	assign m_axi_acp_awsize = 3'b011;
	assign m_axi_acp_wstrb = 8'b1111_1111;
	assign m_axi_acp_arburst = 2'b01;
	assign m_axi_acp_awburst = 2'b01;
	assign m_axi_acp_arlock = 2'b00;
	assign m_axi_acp_awlock = 2'b00;
	assign m_axi_acp_arcache = 4'b0001;
	assign m_axi_acp_awcache = 4'b0001;
	assign m_axi_acp_arprot = 3'b010;
	assign m_axi_acp_awprot = 3'b010;
	assign m_axi_acp_arqos = 4'b0000;
	assign m_axi_acp_awqos = 4'b0000;
	assign m_axi_acp_aruser = 5'b00000;
	assign m_axi_acp_awuser = 5'b00000;
	reg	[DATA_SIZE_LOG-1:0]			rdata_count;
	reg 							rdata_ch_active;
	reg	[4:0]						rdata_addr_count;
	reg	[DATA_SIZE_LOG-1:0]			wdata_count;
	reg 							wdata_ch_active;
	reg	[9:0]						wdata_addr_count;
	reg [1:0]						bresp;
	assign rw_resp = {m_axi_acp_rresp, bresp};
	always @(posedge m_axi_acp_aclk) begin
		if(read_active)
			m_axi_acp_araddr <= read_address;
		else if(m_axi_acp_arvalid && m_axi_acp_arready)
			m_axi_acp_araddr <= m_axi_acp_araddr + 32'h80;
	end
	always @(posedge m_axi_acp_aclk) begin
		if(~axi_resetn) begin
			rdata_addr_count <= 0;
		end
		else begin
			if(m_axi_acp_arvalid && m_axi_acp_arready) begin
				rdata_addr_count <= (m_axi_acp_rready && m_axi_acp_rvalid && m_axi_acp_rlast) ? rdata_addr_count : rdata_addr_count + 1;
			end
			else if (m_axi_acp_rready && m_axi_acp_rvalid && m_axi_acp_rlast) begin
				rdata_addr_count <= rdata_addr_count -1;
			end
		end
	end
	always @(posedge m_axi_acp_aclk) begin
		if(~axi_resetn) begin
			m_axi_acp_arvalid <= 0;
		end
		else begin
			if(rdata_addr_count == 31 || rdata_count[DATA_SIZE_LOG-1:4] + rdata_addr_count  == (DATA_SIZE/16)) begin
				m_axi_acp_arvalid <= 0;
			end
			else begin
				m_axi_acp_arvalid <= ~read_idle;
			end
		end
	end
	always @(posedge m_axi_acp_aclk) begin
		if(~axi_resetn) begin
			rdata_ch_active <= 0;
		end
		else begin
			rdata_ch_active <= (rdata_addr_count != 0) ? 1 : 0;
		end
	end
	always @(posedge m_axi_acp_aclk) begin
		if(~axi_resetn) begin
			read_idle <= 1;
		end
		else begin
			if(rdata_count[DATA_SIZE_LOG-1:4] == BURST_NUM)
				read_idle <= (rdata_count[DATA_SIZE_LOG-1:4] == BURST_NUM) ? 1 : 0;
			else if(read_active)
				read_idle <= 0;
		end
	end
	always @(posedge m_axi_acp_aclk) begin
		if(~axi_resetn) begin 
			rdata_count <= 0;
		end
		else begin
			if(m_axi_acp_rready && m_axi_acp_rvalid)
				rdata_count <= rdata_count + 1;
		end
	end
	assign mm2s_data = m_axi_acp_rdata;
	assign m_axi_acp_rready = mm2s_ready && rdata_ch_active;
	assign mm2s_valid = m_axi_acp_rvalid && rdata_ch_active;
	always @(posedge m_axi_acp_aclk) begin
		if(write_active)
			m_axi_acp_awaddr <= write_address;
		else if(m_axi_acp_awvalid && m_axi_acp_awready)
			m_axi_acp_awaddr <= m_axi_acp_awaddr + 32'h400;
	end
	always @(posedge m_axi_acp_aclk) begin
		if(~axi_resetn) begin
			m_axi_acp_awvalid <= 0;
		end
		else if(m_axi_acp_awvalid && m_axi_acp_awready) begin
			m_axi_acp_awvalid <= 0;
		end
		else begin
			m_axi_acp_awvalid <= ~wdata_ch_active && ((wdata_count[3:0] == 0) || write_active) && ~write_idle;
		end
	end
	always @(posedge m_axi_acp_aclk) begin
		if(~axi_resetn) begin
			wdata_ch_active <= 0;
		end
		else begin
			if(m_axi_acp_awvalid && m_axi_acp_awready) begin
				wdata_ch_active <= 1;
			end
			else if(m_axi_acp_wvalid && m_axi_acp_wready) begin
				wdata_ch_active <= (wdata_count[3:0] == 4'b1111) ? 0 : 1;
			end
		end
	end
	always @(posedge m_axi_acp_aclk) begin
		if(~axi_resetn) begin
			write_idle <= 1;
		end
		else begin
			if(wdata_count[DATA_SIZE_LOG-1:4] == BURST_NUM)
				write_idle <= (wdata_count[DATA_SIZE_LOG-1:4] == BURST_NUM) ? 1 : 0;
			else if(write_active)
				write_idle <= 0;
		end
	end
	always @(posedge m_axi_acp_aclk) begin
		if(~axi_resetn) begin
			m_axi_acp_wlast <= 0;
		end
		else begin
			if(m_axi_acp_wvalid && m_axi_acp_wready)
				m_axi_acp_wlast <= (wdata_count[3:0] == 14) ? 1 : 0;
		end
	end
	always @(posedge m_axi_acp_aclk) begin
		if(~axi_resetn) begin
			wdata_count <= 0;
		end
		else begin
			if(m_axi_acp_wready && m_axi_acp_wvalid)
				wdata_count <= wdata_count + 1;
		end
	end
	assign m_axi_acp_wdata = s2mm_data;
	assign m_axi_acp_wvalid = s2mm_valid && wdata_ch_active;
	assign s2mm_ready = m_axi_acp_wready && wdata_ch_active;
	always @(posedge m_axi_acp_aclk) begin
		if(~axi_resetn) begin
			m_axi_acp_bready <= 0;
		end
		else begin
			m_axi_acp_bready <= m_axi_acp_wready && m_axi_acp_wvalid && m_axi_acp_wlast;
		end
	end
	always @(posedge m_axi_acp_aclk) begin
		if(~axi_resetn) begin
			bresp <= 0;
		end
		else begin
			if(m_axi_acp_wready && m_axi_acp_wvalid)
				bresp <= m_axi_acp_bresp;
		end
	end
endmodule
==> flow/run.sh <==
#!/bin/bash
# OpenROAD 26Q1-2900-gdf79404cd8, Yosys 0.63+post, stock flow scripts
make -C /OpenROAD-flow-scripts/flow DESIGN_CONFIG=/design/flow/config.mk WORK_HOME=/design/flow/orfs finish
==> flow/config.mk <==
export PLATFORM = sky130hd
export DESIGN_NAME = dma_module
export DESIGN_NICKNAME = dma_module
export VERILOG_FILES = /design/flow/design.v
export SDC_FILE = /design/flow/constraint.sdc
export NUM_CORES = 4
export LEC_CHECK = 1
export CORE_AREA = 10 10 215 215
export DIE_AREA = 0 0 225 225
==> flow/constraint.sdc <==
current_design dma_module

set clk_period 3.8
set clk_io_pct 0.2

create_clock -name clk0 -period $clk_period [get_ports {m_axi_acp_aclk}]

set non_clock_inputs [all_inputs -no_clocks]
set_input_delay [expr $clk_period * $clk_io_pct] -clock clk0 $non_clock_inputs
set_output_delay [expr $clk_period * $clk_io_pct] -clock clk0 [all_outputs]
==> reports/highlights.md <==
## Detailed routing
* Iteration-0 DRC Markers: 323
* iteration tally of the first detailed-router pass: 4
* Vias: 5304
* aggregate routed wire length: 18900 um
* DRC violations left: 0
* n_diodes: 0
* via count normalized by instance count: 3.76
* Wirelength per Cell: 13.4 um
* Antenna Violating Nets Remaining: 0

## Final timing
* worst-margin pin slew: 0.724 ns
* Final Hold Fails: 0
* Clock Skews: 0.00959 ns
* setup violators final: 0
* final period demand of the worst path: 2.65 ns
* maximum achievable frequency: 0.378 GHz
* Fin Setup TNS: 0 ns
* unrepaired setup endpoints after global routing: no
* share of the cycle needed by the critical path after routing: 69.7%
* number of max-slew violations in the final report: 0
* worst max-slew margin expressed relative to the limit: 51.7%

## Final layout
* Area growth syn-to-layout: 18.9%
* share of the core filled with cells: 21.8%
* multi-input logic area: 3260 um^2
* post-layout instance area: 9100 um^2
* Fillers: 4451
* flip-flop and latch area: 2980 um^2
* share of layout cells above drive strength 1: 5.62%

## Critical path
* startpoint-to-endpoint class of the critical path: input port to output pin
* path length in cells of the critical path: 3
* critical path data required time: 3.04 ns
* critical path launch point: m_axi_acp_wready
* FF-to-FF Start: m_axi_acp_awaddr[10]
* critical path's slowest cell: sky130_fd_sc_hd__clkdlybuf4s50_1
* category of the worst setup path launch point: input port
* signal arrival time at the worst endpoint: 1.89 ns
* maximum fanout along the worst path: 3
* R2R cell count: 7
* kind of end point of the critical path: output pin
* crit-path cells: clkdlybuf4s50_1 > and2_1 > clkdlybuf4s50_1
* cell family with the largest share of critical-path delay: buffers and inverters
* buffers plus inverters on the worst setup path: 2
* most frequent cell on the critical path: sky130_fd_sc_hd__clkdlybuf4s50_1
* delay of the slowest critical-path stage: 0.52 ns

## Global route
* global-route usage over all layers: 7.16%
* overflow left after global routing: 0
* pin count of the biggest net entering global routing: 47
* wire length of the first global-routing pass: 28800 um
* initial antenna violation count: 1
* via count of the first global-routing pass: 5204

## Yosys
* dominant kind of combinational cell: buffers and inverters
* Main area contributors: sky130_fd_sc_hd__edfxtp_1, sky130_fd_sc_hd__buf_4, sky130_fd_sc_hd__dfxtp_1, sky130_fd_sc_hd__xnor2_1, sky130_fd_sc_hd__nand2_1
* netlist area before placement: 7650 um^2
* Yosys warnings: 6
* number of enable flip-flop cells: 64
* Synth Register Bits: 117
* arithmetic-cell share of the synthesized area counting full adders, half adders and majority gates: 2.81%
* area fraction in compound gates after synthesis: 6.55%
* yosys simple share: 19.7%
* most frequent cells after synthesis: sky130_fd_sc_hd__buf_4, sky130_fd_sc_hd__nand2_1, sky130_fd_sc_hd__edfxtp_1
* xor+xnor area frac: 9.04%
* mux frac, synth: 0.817%
* number of cells in Yosys stat: 839
* cell taking the most area after synthesis: sky130_fd_sc_hd__edfxtp_1
* distinct cell type count of the synthesized netlist: 51
* top cell type's share of synthesized area: 25.1%
* most popular library cell in the synthesized design by count: sky130_fd_sc_hd__buf_4
* total cell area reported by yosys after synthesis: 7650 um^2
* post-synthesis async set-or-reset flop share: 0%
* Post-synth seq share: 39.0%
* Synth Area per Inst: 9.12 um^2
* most instantiated flip-flop cell in the synthesis netlist: sky130_fd_sc_hd__edfxtp_1
* gate count of the mapped netlist: 839

## CTS
* clock tree sinks: 117
* clock-pin transition on the worst setup and hold timing paths: 0.06 ns
* Root Buffer Master: sky130_fd_sc_hd__clkbuf_16
* number of H-tree levels: 4
* # Post-CTS Setup Buffers: 0
* buffer levels on the longest clock path: 2
* hold-fix buffers at CTS: 0
* clock tree from TritonCTS: built
* total of cells resized after clock tree synthesis: 0
* insertion delay to the later sink of the worst-skew pair: 0.44 ns
* cts bufs inserted: 17

## Floorplan
* number of I/O pins: 501
* width of the die: 225 um
* core area: 41800 um^2
* floorplan-stage core utilization: 18.3%
* chip height: 225 um
* chip area: 50600 um^2
* Placement Rows: 75

## Placed design
* dpl hpwl: 14300 um
* area post-placement: 8520 um^2
* port buffer count: 152
* gpl congestion: 0.818

## Worst hold path
* critical hold path startpoint: bresp[1]
* class of the most critical hold timing path: flip-flop to flip-flop
* worst hold path depth: 2

## Power
* Max rail drop VDD: 0.000244 V
* overall power consumption: 3.50 mW
* areal power density over the cells: 384 nW/um^2
* cell leakage power: 3.34 nW

## Flow run
* tool warnings: 39
* Max Cap Violations: 0

## Status
* outcome: finished, final reports clean

-- logic make-up after synthesis --
logic type / after synthesis
compound gates: 87
simple gates: 289
mux: 6
fa+ha+maj: 16
xor+xnor: 79
flops: 117
buf+inv: 243
other cells: 2
-- state kept, by name, summed over array words and instances (netlist names) --
name and flops:
bresp 2, m_axi_acp_araddr 32, m_axi_acp_arvalid 1, m_axi_acp_awaddr 32
m_axi_acp_awvalid 1, m_axi_acp_bready 1, m_axi_acp_wlast 1, rdata_addr_count 5
rdata_ch_active 1, rdata_count 19, read_idle 1, wdata_ch_active 1
wdata_count 19, write_idle 1
-- report_power, final --
part	switching [mW]	total (mW)	leakage [nW]	internal [mW]
Combinational	0.138	0.385	1.99	0.247
Clock	0.697	1.62	0.290	0.926
Sequential	0.0686	1.49	1.06	1.42
Total	0.904	3.50	3.34	2.59
-- metrics by stage --
stage	instances	hold slack (ns)	worst slack (ns)
after floorplan	913	0.429	1.62
after global placement	1379	0.455	0.787
after detailed placement	1379	0.465	0.818
after CTS	1411	0.471	1.15
after global routing	1411	0.497	1.13
final	1411	0.467	1.15
-- cell usage in the layout, fill, tap and decap left out, types with 3 or more instances in the layout --
cell type | Yosys | layout
sky130_fd_sc_hd__nand3_1 | 34 | 34
sky130_fd_sc_hd__nand2b_1 | 6 | 6
sky130_fd_sc_hd__and2_1 | 53 | 53
sky130_fd_sc_hd__clkbuf_16 | 0 | 17
sky130_fd_sc_hd__ha_1 | 14 | 14
sky130_fd_sc_hd__nor3_1 | 10 | 10
sky130_fd_sc_hd__dfxtp_1 | 53 | 53
sky130_fd_sc_hd__conb_1 | 2 | 76
sky130_fd_sc_hd__a21boi_0 | 11 | 11
sky130_fd_sc_hd__or3_1 | 4 | 4
sky130_fd_sc_hd__inv_8 | 0 | 3
sky130_fd_sc_hd__inv_1 | 12 | 12
sky130_fd_sc_hd__inv_6 | 0 | 6
sky130_fd_sc_hd__and4_1 | 4 | 4
sky130_fd_sc_hd__a21oi_1 | 8 | 8
sky130_fd_sc_hd__edfxtp_1 | 64 | 64
sky130_fd_sc_hd__clkdlybuf4s50_1 | 0 | 150
sky130_fd_sc_hd__mux2i_1 | 4 | 4
sky130_fd_sc_hd__and3_1 | 17 | 17
sky130_fd_sc_hd__clkinv_4 | 0 | 3
sky130_fd_sc_hd__nor4_1 | 6 | 6
sky130_fd_sc_hd__nand2_1 | 99 | 99
sky130_fd_sc_hd__buf_4 | 206 | 6
sky130_fd_sc_hd__o21ai_0 | 53 | 53
sky130_fd_sc_hd__nor2b_1 | 4 | 4
sky130_fd_sc_hd__xor2_1 | 30 | 30
sky130_fd_sc_hd__nand4_1 | 16 | 16
sky130_fd_sc_hd__nor2_1 | 24 | 24
sky130_fd_sc_hd__xnor2_1 | 49 | 49
-- layout make-up --
cell class / count / area share (%)
Inverter: 12 / 0.495
Clock buffer: 17 / 4.67
Multi-Input combinational cell: 553 / 35.8
Tap cell: 539 / 7.41
Timing Repair Buffer: 158 / 17.1
Clock inverter: 15 / 1.70
Sequential cell: 117 / 32.8
-- path summary, 6_finish.rpt --
check                          to  slack, ns
min reg2reg              bresp[1]       0.47
min                      bresp[1]       0.47
max                    s2mm_ready       1.15
max reg2reg  m_axi_acp_awaddr[30]       1.48
-- routing by layer --
layer	vias to the layer above	GRT usage, %	routed length, um
met2	286	9.98	7990
li1	2581	-	-
met5	-	0	13
met1	2405	9.25	8210
met4	2	1.32	351
met3	30	4.60	2370
-- worst min-delay path: cells and delay by family (launching register included) --
| kind | cells | cell delay, ns |
|---|---|---|
| simple gates | 1 | 0.05 |
| compound gates | 1 | 0.06 |
| flops | 1 | 0.31 |
Power and IR drop assume default switching activity.
